--- /design/flow/design.v ---
module top_module(
  	input [32 - 1:0] A,
	input [32 - 1:0] B,
	input [2:0] ALUop,
	output Overflow,
	output CarryOut,
	output Zero,
	output [32 - 1:0] Result
);
    wire [32:0] Result_Add;
    wire [32:0] Result_Sub;
    assign Result_Add = A + B;
    assign Result_Sub = A + ~B + 1;
    wire Overflow_Add;
    wire Overflow_Sub;
    assign Overflow_Add = (A[32 - 1] == B[32 - 1]) && (A[32 - 1] != Result_Add[32 - 1]);
    assign Overflow_Sub = (A[32 - 1] != B[32 - 1]) && (A[32 - 1] != Result_Sub[32 - 1]);
    assign Overflow = (ALUop[2] == 0) ? Overflow_Add : Overflow_Sub;
    wire CarryOut_Add;
    wire CarryOut_Sub;
    assign CarryOut_Add = Result_Add[32];
    assign CarryOut_Sub = Result_Sub[32];
    assign CarryOut = (ALUop[2] == 0) ? CarryOut_Add : CarryOut_Sub;
    assign Zero = (Result == 0);
    reg [32 - 1:0] Result;
    always @(*) begin
        case(ALUop)
            3'b000: Result = A & B;
            3'b001: Result = A | B;
            3'b010: Result = Result_Add;
            3'b110: Result = Result_Sub;
            3'b111: Result = (Result_Sub[32 - 1] & ~Overflow_Sub) | (Overflow_Sub & ~Result_Sub[32 - 1]);
        endcase
    end
endmodule
--- /design/flow/run.sh ---
#!/bin/bash
# OpenROAD 26Q1-2900-gdf79404cd8, Yosys 0.63+post, stock flow scripts
make -C /OpenROAD-flow-scripts/flow DESIGN_CONFIG=/design/flow/config.mk WORK_HOME=/design/flow/orfs finish
--- /design/flow/config.mk ---
export PLATFORM = sky130hd
export DESIGN_NAME = top_module
export DESIGN_NICKNAME = top_module
export VERILOG_FILES = /design/flow/design.v
export SDC_FILE = /design/flow/constraint.sdc
export NUM_CORES = 4
export LEC_CHECK = 1
export CORE_UTILIZATION = 30
--- /design/flow/constraint.sdc ---
current_design top_module

set clk_period 15.4
set clk_io_pct 0.2

create_clock -name clk0 -period $clk_period

set non_clock_inputs [all_inputs -no_clocks]
set_input_delay [expr $clk_period * $clk_io_pct] -clock clk0 $non_clock_inputs
set_output_delay [expr $clk_period * $clk_io_pct] -clock clk0 [all_outputs]
==> impl.org <==
* Flow results

** Synth
- Leading cell types by total area after synthesis :: sky130_fd_sc_hd__ha_1, sky130_fd_sc_hd__dlxtn_1, sky130_fd_sc_hd__a21oi_1, sky130_fd_sc_hd__inv_1, sky130_fd_sc_hd__nor2_1
- After synthesis, the mean cell area works out to 6.83 um2.
- Count of synthesis-stage warnings from yosys :: 1
- Synth Instances :: 888
- The synthesized design contains 0 enable-type register cells.
- Synthesis-stage register bit count :: 32
- Asr flop ratio synth :: 0
- Area share of the largest cell type after synthesis :: 0.198
- Top cell types by occurrence after synthesis :: sky130_fd_sc_hd__inv_1, sky130_fd_sc_hd__ha_1, sky130_fd_sc_hd__a21oi_1
- The cell area that synthesis handed to floorplanning was 6060 um2.
- For this run the top cell type by instance count after synthesis was sky130_fd_sc_hd__inv_1.
- Of all cell types, the one taking the most synthesized area is sky130_fd_sc_hd__ha_1.
- The number of cells reported by Yosys stat comes to 888.
- The synthesized netlist has a Yosys-reported chip area of 6060 um2.
- Primary FF master, synth :: sky130_fd_sc_hd__dlxtn_1
- Number of distinct standard cells referenced by the synthesized netlist :: 85

** Floorplanning
- The floorplan step records an initial core utilization of 0.309.
- The floorplan has 51 rows.
- Y dimension of the die :: 144 um
- Area enclosed by the die boundary :: 20800 um2
- Core Footprint :: 19700 um2
- For this design the top-level I/O count stands at 102.
- Horizontal die dimension :: 144 um

** Worst hold path
- In the hold timing report, the worst path depth is 5.
- Worst hold start :: A[31]
- Worst-case hold path end point :: Overflow
- In this run the worst hold path is classified as input pin to output port.

** STA
- In this build the clock could be raised as far as 96.2 MHz.
- Setup repair after global routing left no endpoint under its margin.
- Hold-check failures listed in the final report amount to 0.
- Register pins left without a clock :: 32
- Headroom to the max-slew limit :: 0.465
- After routing, the total negative slack on setup checks comes to 0 ns.
- At the pin with the least slew margin, the transition time is 0.796 ns.
- The final report lists the setup-violating endpoint count as 0.
- The most critical hold endpoint after final layout shows a slack of 7.44 ns.
- After layout, the minimum clock period comes to 10.39 ns.
- The final timing summary puts the cycle share of the worst path at 0.675.
- Max Slew Vio Count :: 0
- 65 endpoints have no timing constraint.

** Global routing
- Overall overflow remaining after global route :: 0
- Per the GRT log, the top usage layer is met2.
- GR Util All Layers :: 0.208
- Wire length of the first global-routing pass :: 33200 um
- For this run, global-route usage on met1 was measured as 0.302.
- In the global route stage, met2 resource usage came out at 0.332.
- Global routing usage on met3 :: 0.0216
- Entering global routing, the biggest net connects 51 pins.
- Number of antenna violations at the first check in global routing :: 0
- Vias in the first global route :: 6020

** Pwr
- Internal power consumption :: 110 uW
- Of the total power, the share spent switching nets is 0.559.
- The power report puts the net switching power at 139 uW.
- The leakage power in the latest report is 3.25 nW.
- Of the total power, the clock network draws 0.
- Total power normalized to cell area comes to 34.3 nW/um2.
- VDD sags by at most 0.0000129 V.
- Power share of the combinational group :: 0.948
- Total power for the finished layout comes to 249 uW.
- The power report attributes to the sequential group a share of 0.052.

** Setup path
- Sort of element at the end of the critical path :: output port
- The worst setup path is launched from an input pin.
- Crit path cell chain :: clkdlybuf4s50_1 > inv_1 > ha_1 > nor4_2 > nor3b_2 > a21bo_1 > and3_4 > o211ai_1 > a21oi_1 > o31ai_1 > a21o_1 > fa_1 > xor2_1 > a32oi_1 > nand2_1 > clkdlybuf4s50_1
- Worst Path Arrival :: 7.31 ns
- Slowest Stage Delay on Critical Path :: 0.51 ns
- Library cell contributing the largest single delay on the critical path :: sky130_fd_sc_hd__clkdlybuf4s50_1
- The OpenROAD report gives the critical path a required time of 12.32 ns.
- Critical path type :: input pin to output port
- Most used cell, CP :: sky130_fd_sc_hd__clkdlybuf4s50_1
- In this run the worst path has a maximum fanout of 10.

** Drt
- Drc violations :: 0
- Vias per std cell :: 5.43
- Avg WL per Cell :: 17.5 um
- For this block, the via count after detailed routing is 6576.
- ANT cells :: 0
- Routed wire length :: 21200 um
- Per the post-route antenna check, the number of violating nets is 0.
- Pre-antenna DRT Iters :: 5
- Initial drt markers :: 648

** Clock tree
- Post-cts hold-fix buffer tally :: 0
- Post-cts resize count :: 0
- Post-CTS Setup Bufs :: 0

** Placed design
- Final RePlAce weighted congestion :: 0.960
- In this run the tool buffered the top-level ports with 102 buffer cells.
- Placed Instance Area :: 7260 um2
- Once detailed placement completed, the half-perimeter wirelength came to 16700 um.

** Finish
- Flip-flop count of the largest register after layout :: 32
- Per the run report, area growth between synthesis and finish was 19.7%.
- Measured on the finished design, the core utilization comes to 0.369.
- The layout summary lists the proportion of cells stronger than drive strength 1 as 0.0359.
- The finished cells cover 7260 um2.

** Flow run
- Reported max-cap violation count :: 0
- OpenROAD warning count :: 96

** Outcome
- The flow ran to the end, and the final reports show no timing, DRC or antenna violations.
through the flow:
step           worst slack (ns)  cells
6_report                   5.01   1212
5_1_grt                    4.69   1212
4_1_cts                    5.02   1212
3_5_place_dp               5.03   1212
3_3_place_gp               5.07   1212
2_1_floorplan              6.35    888
worst max-delay path by stage:
stage	start	endpoint	slack, ns	cells after the start
4_1_cts	A[7]	Overflow	5.02	16
5_1_grt	A[7]	Overflow	4.69	16
6_report	A[7]	Overflow	5.01	16
worst max-delay path, delay by kind of cell:
family,cells,cell delay [ns]
adder cells (fa/ha/maj),2,0.88
XOR/XNOR,1,0.18
AND/OR/NAND/NOR,4,0.94
buffers and inverters,3,0.97
AND-OR/OR-AND,6,1.25
layer usage:
metal  share of wire  vias up
met5               0        -
met4           0.022        0
met3           0.062       32
met2            0.45      245
met1            0.46     2984
li1                -     3315
power groups by stage:
stage	combinational (mW)	clock (mW)	sequential, mW
4_1_cts	0.234	0	0.0130
5_1_grt	0.261	0	0.0133
6_report	0.236	0	0.0128
final cells by class:
cell class                      instances  area [um2]
Inverter                              108         405
Tap cell                              265         332
Multi-Input combinational cell        697        4970
Fill cell                            2140       12400
Timing Repair Buffer                  110        1080
Sequential cell                        32         480
cells in the final DEF, fill, tap and decap left out, drive strengths merged, types with 6 or more instances in the layout:
cell           count
nand2b             8
or3                8
nand2             57
o22ai              6
ha                96
a31oi             13
o221ai             6
xnor2             24
o21a              11
o21ai             59
nor2b             10
clkdlybuf4s50    101
inv              107
buf                9
nand3             10
nor4              13
o31ai             11
a211oi            25
and3              11
o211ai            13
a22oi              9
nor3              21
dlxtn             32
nand4              8
nor2              78
a21oi             86
a21o              17
cells by family after synthesis:
family	after synthesis	synth area share
buffers and inverters	159	0.103
AOI/OAI and AO/OA	325	0.368
muxes	4	0.00660
and+or+nand+nor	242	0.197
adders and majority gates	99	0.208
latches	32	0.0792
xor gates and xnor gates	27	0.0390
Power and IR drop assume default switching activity.
